==> design/flow/constraint.sdc <==
current_design setup

set clk_period 2.2
set clk_io_pct 0.2

create_clock -name clk0 -period $clk_period [get_ports {clock}]

set non_clock_inputs [all_inputs -no_clocks]
set_input_delay [expr $clk_period * $clk_io_pct] -clock clk0 $non_clock_inputs
set_output_delay [expr $clk_period * $clk_io_pct] -clock clk0 [all_outputs]
==> design/flow/config.mk <==
export PLATFORM = sky130hd
export DESIGN_NAME = setup
export DESIGN_NICKNAME = setup
export VERILOG_FILES = /design/flow/design.v
export SDC_FILE = /design/flow/constraint.sdc
export NUM_CORES = 4
export LEC_CHECK = 1
export CORE_AREA = 10 10 89 89
export DIE_AREA = 0 0 99 99
==> design/flow/run.sh <==
#!/bin/bash
# OpenROAD 26Q1-2900-gdf79404cd8, Yosys 0.63+post, stock flow scripts
make -C /OpenROAD-flow-scripts/flow DESIGN_CONFIG=/design/flow/config.mk WORK_HOME=/design/flow/orfs finish
==> design/flow/design.v <==
module setup
(
input logic clock,
input logic reset,
input logic [23:0] data_ch,
input logic [0:3] button,
input logic [1:0] rezhim,
output logic [23:0] setup_data,
output logic setup_imp
);
logic [1:0] setup_rezhim;
always_ff @(posedge clock)
begin
if (reset == 1) setup_rezhim <= 0;
else
	begin
	if (button[2] == 1) 
		begin
			if (rezhim == 3) setup_rezhim <= setup_rezhim + 1;
			else setup_rezhim <= 0;
		end
	else setup_rezhim <= setup_rezhim;
	end
end
always_ff @(posedge clock)
begin
if (reset == 1) setup_data[7:0] <= 0;
else
	begin
		if (rezhim == 3)
			begin
				 if ((setup_rezhim == 1) & (button[1] == 1)) 
					begin
						if (setup_data[7:0] < 59) setup_data[7:0] <= setup_data[7:0] + 1;
						else setup_data[7:0] <= 0;
					end
				else setup_data[7:0] <= setup_data[7:0];
			end
		else setup_data[7:0] <= setup_data[7:0];	
	end
end
always_ff @(posedge clock)
begin
if (reset == 1) setup_data[15:8] <= 0;
else
	begin
		if (rezhim == 3)
			begin
				if ((setup_rezhim == 2) & (button[1] == 1)) 
					begin
						if (setup_data[15:8] < 59) setup_data[15:8] <= setup_data[15:8] + 1;
						else setup_data[15:8] <= 0;
					end
				else setup_data[15:8] <= setup_data[15:8];
			end
		else setup_data[15:8] <= setup_data[15:8];	
	end
end
always_ff @(posedge clock)
begin
if (reset == 1) setup_data[23:16] <= 0;
else
	begin
		if (rezhim == 3)
			begin
				if ((setup_rezhim == 3) & (button[1] == 1)) 
					begin
						if (setup_data[23:16] < 23) setup_data[23:16] <= setup_data[23:16] + 1;
						else setup_data[23:16] <= 0;
					end
				else setup_data[23:16] <= setup_data[23:16];
			end
		else setup_data[23:16] <= setup_data[23:16];	
	end
end
always_ff @(posedge clock)
begin
if (reset == 1) setup_imp <= 0;
else
	begin
		if (rezhim == 3)
			begin
				if (setup_rezhim == 3) 
					begin
						if (button[3] == 1) setup_imp <= 1;
						else setup_imp <= 0;
					end
				else setup_imp <= setup_imp;
			end
		else setup_imp <= setup_imp;	
	end
end
endmodule
==> impl_metrics.json <==
{
  "status": "completed",
  "ios": 57,
  "hold_class": "reg -> reg",
  "ys.flop_type": "dfxtp_1",
  "coreArea_um2": 5990,
  "required_ns": 2.38,
  "dp_hpwl_um": 2270,
  "placed_cells": 247,
  "synth-edff-count": 0,
  "htree_levels": 1,
  "hold_buffers": 0,
  "drive_gt1_share_pct": 11.4,
  "ir_drop_uv": 193,
  "crit_type": "in -> reg",
  "postLayoutCoreUtil_pct": 29.8,
  "clock_sinks": 27,
  "drc": 0,
  "startpoint_type": "input pin",
  "die-area_um2": 9800,
  "first_iter_violations": 50,
  "diodes": 0,
  "ys_area_um2": 1280,
  "ys_seq_elements": 27,
  "lay_top_cells": "clkdlybuf4s50_1, dfxtp_1, buf_4, a211oi_1, inv_1",
  "fin_crit_sh_pct": 84.9,
  "relSlewSlack_pct": 57.2,
  "root_buffer": "clkbuf_8",
  "min_period_ns": 1.87,
  "tightest_slew_ns": 0.638,
  "yosys_warnings": 1,
  "grt_setup_unrepaired": "no",
  "cts_tree": "built",
  "ant_nets": 0,
  "routed_via_density": 4.57,
  "areaGrowthSynthToFinish_pct": 39.4,
  "syn_inst": 137,
  "pre_cts_ws_ns": 0.0496,
  "fin_worst_skew_ns": 0.00135,
  "maxCapViolations": 0,
  "antenna_found_initial": 0,
  "grt_usage_pct": 6.06,
  "async_reset_ff_share_pct": 0,
  "row_count": 28,
  "clk_pin_slew_ns": 0.09,
  "ys_cells": 137,
  "p_leak_nw": 0.585,
  "routed_wl_um": 3070,
  "drv_slew": 0,
  "die_width_um": 99,
  "cts_resized": 0,
  "cts_buffers": 3,
  "netlist_area_um2": 1280,
  "slowest_delay_ns": 0.57,
  "power_density_nw_per_um2": 451,
  "crit_arrival_ns": 2.05,
  "layout_setup_ws_ns": 0.333,
  "grt_first_pass_wirelength_um": 5130,
  "postCtsSetupBuffers": 0,
  "place_congestion": 0.807,
  "first_pass_iters": 4,
  "clock_latency_ns": 0.27,
  "grt_pass1_vias": 1064,
  "cts.path.max_buffers": 2,
  "fill_cells": 626,
  "io_buffers": 31,
  "syn-mean-instance-area_um2": 9.35,
  "crit_chain": "clkdlybuf4s50_1, nand4_1, buf_4, or4_1, a221oi_1",
  "finalSetupViolCount": 0,
  "hold_viol": 0,
  "vias": 1146,
  "ys_seq_share_pct": 42.2,
  "cp-end-kind": "flip-flop",
  "die_h_um": 99,
  "wl_per_cell_um": 12.2,
  "fin_cells": 251,
  "grt_max_degree": 28,
  "total_power_mw": 0.806,
  "initCoreUtil_pct": 21.4,
  "max_clock_freq_ghz": 0.536,
  "cpMaxStageDelayCell": "clkdlybuf4s50_1",
  "setup-tns-final_ns": 0,
  "synth.distinct_cells": 30,
  "overflow": 0,
  "log.warning_count": 52,
  "critPathMaxFanout": 8,
  "final_common_cell": "clkdlybuf4s50_1"
}
[cell type report]
| cell class | instances | area, µm² | area share (%) |
|---|---|---|---|
| multi-input combinational | 95 | 682 | 38.2 |
| inverter | 8 | 30.0 | 1.68 |
| clock buffer | 3 | 41.3 | 2.31 |
| tap | 75 | 93.8 | 5.26 |
| clock inverter | 1 | 5.00 | 0.280 |
| timing repair buffer | 42 | 393 | 22.0 |
| sequential | 27 | 541 | 30.3 |
[state kept, by name, summed over array words and instances, names as in the netlist]
name / count
setup_rezhim: 2
setup_imp: 1
setup_data: 24
[path summary, 6_finish.rpt]
| kind | startpoint | end | slack, ns | cells after the start |
|---|---|---|---|---|
| hold / removal | setup_imp | setup_imp | 0.51 | 2 |
| setup reg to reg | setup_rezhim[0] | setup_data[22] | 0.52 | 5 |
| hold reg to reg | setup_imp | setup_imp | 0.51 | 2 |
| setup / recovery | rezhim[0] | setup_data[22] | 0.33 | 5 |
[synth_stat cells, drive strengths merged (6+ instances only)]
cell type	count	area [µm²]
nand2	7	26.3
a211oi	9	67.6
inv	8	30.0
o21ai	7	35.0
or3	6	38.8
o31ai	7	52.6
or4	7	56.3
ha	6	75.1
dfxtp	27	541
a221oi	6	65.1
[layer usage]
| layer | global-route usage, % | up-vias | wire length [µm] |
|---|---|---|---|
| met5 | 0 | - | 0 |
| met4 | 0.662 | 0 | 21 |
| met2 | 9.82 | 15 | 1430 |
| met3 | 1.41 | 2 | 125 |
| li1 | - | 603 | - |
| met1 | 8.28 | 526 | 1490 |
[logic make-up (layout without fill, tap and decap cells)]
group | Yosys count | count (layout) | share of synthesized area (%)
AND/OR/NAND/NOR | 47 | 47 | 22.5
AND-OR/OR-AND | 36 | 36 | 20.5
flip-flops | 27 | 27 | 42.2
buffers and inverters | 15 | 54 | 4.59
adder cells (fa/ha/maj) | 6 | 6 | 5.86
XOR/XNOR | 3 | 3 | 2.05
multiplexers | 3 | 3 | 2.34
[critical path, delay by kind of cell]
family | cells | cell delay, ns
AND-OR/OR-AND | 1 | 0.25
buffers and inverters | 2 | 0.74
AND/OR/NAND/NOR | 2 | 0.61
[where the power goes]
group	leakage [nW]	internal, mW	switching (mW)
combinational	0.342	0.0165	0.0161
clock	0.0255	0.127	0.156
sequential	0.217	0.489	0.00113
total	0.585	0.633	0.173
[metrics by stage]
| stage | area (µm²) | hold WS, ns |
|---|---|---|
| after global placement | 1740 | 0.482 |
| after detailed placement | 1740 | 0.499 |
| after CTS | 1790 | 0.518 |
| after global routing | 1790 | 0.544 |
| after floorplan | 1280 | 0.440 |
| final | 1790 | 0.510 |
Power and IR drop assume default switching activity.

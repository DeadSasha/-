==> /design/flow/design.v <==
module counter
#(
	parameter start_val = 0,
	parameter fin_val = 50000000
)
(
input logic clock,
input logic reset,
input logic	set,
input logic setup_imp,
input logic [7:0] setup_data,
input logic	i_initial,
input logic work_en,
input logic up_down,
input logic timer_reset,
output logic out_imp,
output logic [7:0] data
);
always_ff @(posedge clock)
begin
	if (reset == 1)
		begin
			out_imp <= 0;
			data <= start_val;
		end
	else 
	begin
		if (set == 1) 
			begin
				out_imp <= 0;
				data <= i_initial;
			end
		else if (setup_imp == 1) 
			begin
			out_imp <= 0;
			data <= setup_data;
			end
		else
			begin
				if (work_en == 1)
					begin
						if (up_down == 1)
							begin
								if (data < fin_val)
									begin
										data <= data + 1;
										out_imp <= 0;
									end
								else 
									begin
										out_imp <= 1;
										data <= start_val;
									end
							end
						else
							begin
								if (data == start_val)
									begin
										data <= fin_val;
										out_imp <= 1;
									end
								else 
									begin
										data <= data - 1;
										out_imp <= 0;
									end
							end
					end
				else begin
					out_imp <= 0;
					data <= data;
					end	
			end
	end
end
endmodule
==> /design/flow/run.sh <==
#!/bin/bash
# OpenROAD 26Q1-2900-gdf79404cd8, Yosys 0.63+post, stock flow scripts
make -C /OpenROAD-flow-scripts/flow DESIGN_CONFIG=/design/flow/config.mk WORK_HOME=/design/flow/orfs finish
==> /design/flow/config.mk <==
export PLATFORM = sky130hd
export DESIGN_NAME = counter
export DESIGN_NICKNAME = counter
export VERILOG_FILES = /design/flow/design.v
export SDC_FILE = /design/flow/constraint.sdc
export NUM_CORES = 4
export LEC_CHECK = 1
export CORE_AREA = 10 10 89 89
export DIE_AREA = 0 0 99 99
==> /design/flow/constraint.sdc <==
current_design counter

set clk_period 2.6
set clk_io_pct 0.2

create_clock -name clk0 -period $clk_period [get_ports {clock}]

set non_clock_inputs [all_inputs -no_clocks]
set_input_delay [expr $clk_period * $clk_io_pct] -clock clk0 $non_clock_inputs
set_output_delay [expr $clk_period * $clk_io_pct] -clock clk0 [all_outputs]
==> out/metrics.csv <==
stage;metric;value;unit
min_path;whs_endpoint;out_imp;
clocking;cts_resized;0;
die;fp_util;14.8;%
critical_path;reg2reg_to;data[4];
power;irDropWorstVdd;0.000126;V
yosys;yosys-top-cells-area;dfxtp_1, a21oi_1, ha_1, nor2_1, nand3_1;
critical_path;rr_worst_depth;6;
critical_path;critPathRequiredTime;2080;ps
yosys;top_area_share;20.4;%
run;warnings;28;
final_timing;period_used_share;78.2;%
detailed_routing;vias;882;
clocking;clk_path_buf_depth;2;
min_path;hold_path_class;reg2reg;
yosys;synthCells;111;
die;dieArea;9800;µm²
die;core_area;5990;µm²
yosys;netlist_area;885;µm²
critical_path;crit_arrival;1510;ps
detailed_routing;drt_wl_total;2640;µm
yosys;ys.flops;9;
die;rows;28;
detailed_routing;drc;0;
finish;final_util;20.1;%
min_path;worstHoldStart;data[7];
final_timing;rsz0062_at_grt;false;
final_timing;max_slew_margin;59.9;%
power;p_per_area;387;nW/µm²
die;ioPinCount;25;
critical_path;critPathKind;reg2out;
clocking;cts_max_level;1;
clocking;postCtsHoldBufs;0;
clocking;clk_pin_slew;50;ps
detailed_routing;avgViaCountPerCell;4.26;
detailed_routing;diodes;0;
detailed_routing;drt_iter0_drc;60;
critical_path;worst_path_max_delay_cell;dfxtp_1;
global_routing;grt_first_pass_wirelength;4330;µm
critical_path;path_max_fanout;13;
clocking;cts_buffers;3;
yosys;edf_count;0;
final_timing;fin_skew;3.53;ps
place;place_congestion;0.859;
yosys;most_common_cell;a21oi_1;
critical_path;cp_num_buf_inv;1;
final_timing;fin_crit;2030;ps
yosys;synthFlopType;dfxtp_1;
critical_path;critPathMaxStageDelay;700;ps
critical_path;cp_top_family;flip-flops;
yosys;top_cells_by_count;a21oi_1, nor2_1, dfxtp_1, nand2_1, nand3_1;
finish;area_growth;35.8;%
yosys;ys_async_sr_fraction;0;%
finish;drive_gt1_share;12.1;%
clocking;clk_latency;240;ps
final_timing;max_clock_freq;492;MHz
power;leakagePower;0.419;nW
clocking;cts_tree;built;
critical_path;r2r-start;data[0];
detailed_routing;dr.pass1.iters;4;
final_timing;hold_viol;0;
clocking;clockRootBuffer;clkbuf_8;
global_routing;track_usage;5.26;%
yosys;avgSynthCellArea;7.97;µm²
yosys;yosysTopAreaCell;dfxtp_1;
status;status;completed;
min_path;worstHoldPathCells;1;
final_timing;tns;0;ps
detailed_routing;ant_nets;0;
finish;n_fill_cell;662;
global_routing;grt_pass1_vias;841;
yosys;yosys_area;885;µm²
final_timing;setup-violations-final;0;
detailed_routing;wl_per_cell;12.7;µm
critical_path;end_kind;primary output;
yosys;synth.distinct_cells;48;
clocking;cts.sinks;9;
global_routing;grt_start_max_net_pins;18;
final_timing;drv_slew;0;
yosys;yosys_warnings;1;
critical_path;crit_path_cell_trace;clkdlybuf4s50_1;
critical_path;r2r_slack;670;ps
yosys;seq_area_frac_synth;20.4;%
critical_path;cp-start-kind;register;
place;io_buffers;23;
global_routing;grt_overflow;0;
die;die_y;99;µm
clocking;cts_setup_buffers;0;
place;dpl.hpwl;2010;µm
run;maxCapViolations;0;
final_timing;tightest_slew;600;ps
yosys;yosysCellCount;111;
global_routing;antenna_found_initial;0;
die;dieWidth;99;µm
-- metal layers --
layer | track usage (%) | vias to the layer above | part of all wire, %
li1 | - | 448 | -
met3 | 1.83 | 4 | 6.8
met1 | 6.99 | 408 | 47
met2 | 8.17 | 22 | 45
met4 | 0.772 | 0 | 1.4
met5 | 0 | - | 0
-- registers in the layout, indices dropped and copies added, names as in the netlist --
signal	count
data	8
out_imp	1
-- where the power goes --
part | internal (W) | total [W] | switching, W
Combinational | 0.0000742 | 0.000131 | 0.0000569
Clock | 0.000107 | 0.000169 | 0.0000613
Sequential | 0.000145 | 0.000165 | 0.0000197
Total | 0.000326 | 0.000464 | 0.000138
-- cell usage in the layout (no fill, tap or decap), drive strengths merged, types with 3 or more instances in the layout --
cell	count
o21ai	5
clkdlybuf4s50	23
a211oi	3
nor3	4
nand3	7
nor2b	4
a221oi	3
dfxtp	9
nor2	10
inv	5
nor3b	4
clkbuf	4
buf	3
nand2	7
a21oi	11
ha	3
-- area by class of cell --
cell class / instances / area, µm² / share of cell area [%]
tap: 75 / 93.8 / 7.81
inverter: 5 / 18.8 / 1.56
sequential: 9 / 180 / 15.0
multi-input combinational: 88 / 611 / 50.8
clock buffer: 4 / 45.0 / 3.75
timing repair buffer: 26 / 253 / 21.0
-- kinds of logic (layout without fill, tap and decap cells) --
| logic type | count (synthesis) | in the layout | share of synthesized area [%] |
|---|---|---|---|
| simple gates | 48 | 48 | 33.0 |
| buf+inv | 14 | 35 | 10.6 |
| flops | 9 | 9 | 20.4 |
| fa+ha+maj | 3 | 3 | 4.24 |
| mux | 1 | 1 | 1.27 |
| xor+xnor | 3 | 3 | 2.97 |
| compound gates | 33 | 33 | 27.6 |
-- worst max path at each step --
stage / startpoint / endpoint / slack, ps / depth (start not counted)
4_1_cts: data[2] / data[2] / 570 / 1
5_1_grt: data[0] / data[4] / 480 / 6
6_report: data[2] / data[2] / 570 / 1
-- through the flow --
step,power (W),instance area (µm²),hold slack (ps),worst slack [ps],cells
after detailed placement,0.000300,1160,570,454,203
after CTS,0.000467,1200,581,566,207
after global placement,0.000299,1160,589,434,203
final,0.000464,1200,575,567,207
after global routing,0.000492,1200,638,479,207
after floorplan,0.000250,885,492,1050,111
Power and IR drop assume default switching activity.

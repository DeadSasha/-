===== /design/flow/constraint.sdc =====
current_design SEG7counter

set clk_period 5.6
set clk_io_pct 0.2

create_clock -name clk0 -period $clk_period [get_ports {clock}]

set non_clock_inputs [all_inputs -no_clocks]
set_input_delay [expr $clk_period * $clk_io_pct] -clock clk0 $non_clock_inputs
set_output_delay [expr $clk_period * $clk_io_pct] -clock clk0 [all_outputs]

===== /design/flow/design.v =====
module SEG7
(
input logic [3:0] i_tens,
input logic [3:0] i_ones,
output logic [6:0] segL,
output logic [6:0] segR
);
always_comb
begin
 case(i_tens)
	0: segL = 7'b1000000;
	1: segL = 7'b1111001;
	2: segL = 7'b0100100;
	3: segL = 7'b0110000;
	4: segL = 7'b0011001;
	5: segL = 7'b0010010;
	6: segL = 7'b0000010;
	7: segL = 7'b1111000;
	8: segL = 7'b0000000;
	9: segL = 7'b0011000;
	10: segL = 7'b0001000;
	11: segL = 7'b0000011;
	12: segL = 7'b1000110;
	13: segL = 7'b0100001;
	14: segL = 7'b0000110;
	15: segL = 7'b0001110;
	default: segL = 7'b1111111;
endcase
 case(i_ones)
	0: segR = 7'b1000000;
	1: segR = 7'b1111001;
	2: segR = 7'b0100100;
	3: segR = 7'b0110000;
	4: segR = 7'b0011001;
	5: segR = 7'b0010010;
	6: segR = 7'b0000010;
	7: segR = 7'b1111000;
	8: segR = 7'b0000000;
	9: segR = 7'b0011000;
	10: segR = 7'b0001000;
	11: segR = 7'b0000011;
	12: segR = 7'b1000110;
	13: segR = 7'b0100001;
	14: segR = 7'b0000110;
	15: segR = 7'b0001110;
	default: segR = 7'b1111111;
endcase
end
endmodule
module SEG7counter
(
input logic clock,
input logic reset,
input logic [23:0] data_ch,
input logic [23:0] data_t,
input logic [23:0] data_s,
input logic [23:0] setup_data,
input logic [1:0]	rezhim,
input logic [1:0] setup_rezhim_t,
input logic [23:0] setup_data_t,
output logic [6:0] ssegmentHL,
output logic [6:0] ssegmentHR,
output logic [6:0] ssegmentML,
output logic [6:0] ssegmentMR,
output logic [6:0] ssegmentSL,
output logic [6:0] ssegmentSR
);
logic [23:0] data;
logic [7:0] hour;
logic [7:0] min;
logic [7:0] sec;
always_ff @(posedge clock)
begin
if (reset == 1)
	begin
	data <= 0;
	end
else 
	begin
	if (rezhim == 0) data <= data_ch;
	else if (rezhim == 1)
		begin
		if (setup_rezhim_t != 0) data <= setup_data_t;
		else data <= data_t;
		end
	else if (rezhim == 2) data <= data_s;
	else data <= setup_data;
	end
end
always_ff @(posedge clock)
begin
if (reset == 1)
	begin
	hour <= 0;
	min <= 0;
	sec <= 0;
	end
else 
	begin
	if (rezhim == 0)
		begin
		hour <= data[23:16];
		min <= data[15:8];
		sec <= data[7:0];
		end
	else if (rezhim == 1)
		begin
		hour <= data[23:16];
		min <= data[15:8];
		sec <= data[7:0];
		end
	else if (rezhim == 2)
		begin
		hour <= data[23:16];
		min <= data[15:8];
		sec <= data[7:0];
		end
	else
		begin
		hour <= data[23:16];
		min <= data[15:8];
		sec <= data[7:0];
		end
	end
end
bin_to_bcd TENS_ONES_HOUR
(
	.preobr			(hour),
	.sgmentL			(ssegmentHL),
	.sgmentR			(ssegmentHR)
);
bin_to_bcd TENS_ONES_MIN
(
	.preobr			(min),
	.sgmentL			(ssegmentML),
	.sgmentR			(ssegmentMR)
);
bin_to_bcd TENS_ONES_SEC
(
	.preobr			(sec),
	.sgmentL			(ssegmentSL),
	.sgmentR			(ssegmentSR)
);
endmodule
module bin_to_bcd
(
input logic [7:0] 		preobr,
output logic [6:0] 		sgmentL,
output logic [6:0] 		sgmentR
);
logic [3:0] tens;
logic [3:0] ones;
integer i;
always_comb
	begin
		tens = 4'd0;
		ones = 4'd0;
		for (i = 7; i >= 0; i = i - 1)
		begin
			if (tens >= 5) tens = tens + 3;
			if (ones >= 5) ones = ones + 3;
			tens = tens << 1;
			tens[0] = ones[3];
			ones = ones << 1;
			ones[0] = preobr[i];
		end
	end
SEG7 DISPLAY_HEX
(
.i_tens	(tens),
.i_ones	(ones),
.segL		(sgmentL),
.segR		(sgmentR)
);
endmodule

===== /design/flow/config.mk =====
export PLATFORM = sky130hd
export DESIGN_NAME = SEG7counter
export DESIGN_NICKNAME = SEG7counter
export VERILOG_FILES = /design/flow/design.v
export SDC_FILE = /design/flow/constraint.sdc
export NUM_CORES = 4
export LEC_CHECK = 1
export CORE_UTILIZATION = 50

===== /design/flow/run.sh =====
#!/bin/bash
# OpenROAD 26Q1-2900-gdf79404cd8, Yosys 0.63+post, stock flow scripts
make -C /OpenROAD-flow-scripts/flow DESIGN_CONFIG=/design/flow/config.mk WORK_HOME=/design/flow/orfs finish

==> results.py <==
# Metrics from the implementation run
metrics = {
    "status": {
        "outcome": "did not finish",
        "stop_stage": "global routing (5_1_grt)",
        "stop_error": "[ERROR DPL-0036] Detailed placement failed.",
    },
    "synthesis": {
        "synthesis.area_um2": 6610,
        "yosysWarnings": 3,
        "syn_inst": 873,
        "edf_count": 0,
        "yosys.stat.chipArea_um2": 6610,
        "synth_area_per_cell_um2": 7.57,
        "async_reset_ff_share_pct": 0,
        "synth_flops": 48,
        "synth-main-ff-cell": "dfxtp_1",
        "yosysUniqueCellTypes": 102,
        "ys_cells": 873,
        "ys_seq_share_pct": 14.5,
    },
    "timing": {
        "worst-endpoint-pin-kind": "output port",
        "grt-worst-endpoint": "ssegmentSL[3]",
    },
    "die": {
        "rows": 41,
        "dieHeight_um": 117,
        "fp.dieW_um": 117,
        "io_pins": 168,
        "fp_util_pct": 51.7,
    },
    "cts": {
        "cts_buffers": 5,
        "cts_num_sinks": 48,
        "cts_root_buf": "clkbuf_16",
        "htree_levels": 2,
        "clk_path_buf_depth": 2,
        "cts_hold_buf": 0,
    },
    "placement": {
        "dp_slack_ns": -1.12,
        "dpl.hpwl_mm": 15.0,
        "gp_congestion": 0.953,
        "io_buffers": 167,
    },
    "global_routing": {
        "grt_max_degree": 49,
    },
}
Yosys cell counts (all sizes together), types with 10 or more instances:
cell type,n,area (um^2)
inv,54,203
nand2,57,226
nor2b,31,194
a21oi,63,330
o21ai,42,214
nand3,23,120
mux2,10,124
dfxtp,48,961
o22ai,14,100
nand2b,15,93.8
mux2i,71,734
a211oi,39,325
o31ai,10,80.1
nor2,101,382
buf,10,66.3
xnor2,16,148
clkbuf,30,114
nor3,20,121
ha,48,601
and2,10,65.1
repair_timing:
action | CTS
hold endpoints to repair | 0
gates cloned | 3
pin swaps | 105
setup endpoints to repair | 42
buffers inserted | 82
resized | 255
cells by family after synthesis:
logic type / after synthesis / synth area share (%)
adder cells (fa/ha/maj): 48 / 9.09
AND/OR/NAND/NOR: 305 / 23.4
XOR/XNOR: 16 / 2.24
flip-flops: 48 / 14.5
AND-OR/OR-AND: 281 / 31.9
buffers and inverters: 94 / 5.80
multiplexers: 81 / 13.0
metrics by stage:
step | cell area [um^2] | std cells | util (%) | hold WS [ns] | power, mW
after floorplan | 7190 | 873 | - | 0.412 | 1.72
after global placement | 10600 | 1407 | 83.3 | 0.417 | 2.85
after detailed placement | 10600 | 1407 | 83.3 | 0.423 | 2.87
after CTS | 11900 | 1492 | 93.4 | 0.440 | 3.64
No activity file was given, so power comes from the tool's default toggle rates.
